==> flow/design.v <==
module priorityencoder16x4(w,y,z);
    input [15:0] w;
    output reg[3:0] y;
    output z;
    integer k;
    assign z = |w;
    always @(w)
    begin
        y = 2'bxx;
        for(k = 0; k < 16; k = k+1)
        if(w[k] == 1)y = k;
    end
endmodule
==> flow/run.sh <==
#!/bin/bash
# OpenROAD 26Q1-2900-gdf79404cd8, Yosys 0.63+post, stock flow scripts
make -C /OpenROAD-flow-scripts/flow DESIGN_CONFIG=/design/flow/config.mk WORK_HOME=/design/flow/orfs finish
==> flow/config.mk <==
export PLATFORM = sky130hd
export DESIGN_NAME = priorityencoder16x4
export DESIGN_NICKNAME = priorityencoder16x4
export VERILOG_FILES = /design/flow/design.v
export SDC_FILE = /design/flow/constraint.sdc
export NUM_CORES = 4
export LEC_CHECK = 1
export CORE_AREA = 10 10 70 70
export DIE_AREA = 0 0 80 80
==> flow/constraint.sdc <==
current_design priorityencoder16x4

set clk_period 1.9
set clk_io_pct 0.2

create_clock -name clk0 -period $clk_period

set non_clock_inputs [all_inputs -no_clocks]
set_input_delay [expr $clk_period * $clk_io_pct] -clock clk0 $non_clock_inputs
set_output_delay [expr $clk_period * $clk_io_pct] -clock clk0 [all_outputs]
==> flow_summary.yaml <==
# synthesis and place-and-route metrics
sta:
  max_freq_ghz: 0.5468
  worst_pin_slew_ns: 0.2569
  tns_ns: 0
  period_needed_ns: 1.829
  relSlewSlack_pct: 82.73
  setup_viol: 0
  finalHoldViolCount: 0
  finalCritPeriodShare_pct: 96.26
  worst_hold_slack_ns: 1.176
  rsz0062_at_grt: "no"
  drv_slew: 0
detailed_routing:
  postRouteAntennaNets: 0
  dr.pass1.iters: 4
  vias: 343
  viasPerCell: 3.206
  avgRoutedWirePerCell_microns: 10.26
  drt-total-wl_microns: 1098
  drc: 0
  drt_iter0_drc: 19
floorplan:
  core_area_sq_mm: 0.003416
  pin_count: 21
  num_rows: 21
  die.size.y_microns: 80
  dieArea_sq_mm: 0.006400
  fp.dieW_microns: 80
  fp_util_pct: 4.982
synth:
  top_cells_by_count: "nor2_1, nand3_1, nand2b_1, o31ai_1"
  ys_seq_share_pct: 0
  yosys_cells: 28
  area_leaders: "nor2_1, nand3_1, o31ai_1, nand2b_1, nor4_2"
  synth_cells: 28
  top_cell: "nor2_1"
  ys_warn_count: 1
  synth_cell_types: 16
  synth_area_leader_cell: "nor2_1"
  synth_area_sq_um: 170.2
  avgSynthCellArea_sq_um: 6.077
  synth_top_area_share_pct: 19.85
  ys_area_sq_um: 170.2
power:
  leakage_nw: 0.2302
  cellPowerDensity_mw_per_mm2: 145.0
  vdd_drop_max_uv: 22.98
layout:
  flops: 0
  syn2layout_area_growth_pct: 216.2
  flop_area_sq_um: 0
  final-comb-area_sq_um: 214.0
  nClkBuffers: 0
  final_cells: 107
  drive_gt1_share_pct: 45.00
  fillers: 395
hold_path:
  hp-class: "in -> out"
  min_to: "y[2]"
  holdPathStages: 4
  hp-start: "w[13]"
job:
  tool_warnings: 32
  max-cap-violations: 0
placement:
  place_congestion: 0.7867
  dpl.hpwl_microns: 912.6
  dp.cells: 101
  port_buffers: 21
grt:
  grt_pass1_vias: 382
  grt_pass1_wl_microns: 1794
  grt_max_degree: 5
  grtUsageTotal_pct: 3.417
  grt-ovfl-total: 0
  grt_antenna_before_repair: 1
worst_setup_path:
  endpoint_kind: "output port"
  worst-path-max-fanout: 3
  startpoint: "w[4]"
  critical_path_arrival_ns: 1.45
  setup.worst_path.class: "in -> out"
  cp_data_required_time_ns: 1.52
  startpoint_type: "primary input"
clock_tree:
  hold_buffers: 0
run_status:
  status: "complete, no violations"
## how the worst max path moves through the flow
stage,endpoint,slack [ns],cells after the start
4_1_cts,z,0.002,5
5_1_grt,z,0.01,5
6_report,y[2],0.07,5
## through the flow
stage               area (sq um)  utilization (%)  setup slack (ns)  total power [mW]
global placement           483.0            14.14           -0.4962           0.07608
floorplan                  170.2                -            0.5016           0.01698
CTS                        518.0            15.16          0.001918           0.07376
global route               538.0            15.75           0.01191           0.08588
detailed placement         483.0            14.14           -0.5101           0.07680
finish                     538.0            15.75           0.07114           0.07800
## placed cells by master (no fill, tap or decap), types with 2 or more instances in the layout
master / instances
nor2_1: 6
nor2_2: 3
o31ai_1: 2
nor4_4: 2
clkbuf_2: 4
nand3_1: 2
dlygate4sd2_1: 7
buf_4: 11
dlymetal6s2s_1: 2
buf_2: 2
clkdlybuf4s15_1: 4
## power by group
group	internal [mW]	leakage, nW	total (mW)	switching [mW]
Sequential	0	0	0	0
Clock	0.0000000703	0.00000634	0.0000000703	0
Combinational	0.0452	0.230	0.0780	0.0328
Total	0.0452	0.230	0.0780	0.0328
## per-layer routing
layer,track usage (%),up-vias,share of wire (%)
met3,1.818,0,14
met2,4.976,14,39
li1,-,176,-
met4,0,0,0
met1,4.614,153,47
met5,0,-,0
## kinds of logic after synthesis
family                 count (synthesis)  share of synthesized area (%)
buffers and inverters                  1                          2.204
AND/OR/NAND/NOR                       21                          69.85
AND-OR/OR-AND                          6                          27.94
## area by class of cell
| cell class | instances | share of cell area [%] |
|---|---|---|
| repair buffers | 32 | 48.37 |
| multi-input cells | 27 | 39.77 |
| well taps | 46 | 10.70 |
| inverters | 1 | 0.6977 |
| diodes | 1 | 0.4651 |
## critical path, stage by stage
cell	delay (ns)
dlygate4sd2_1	0.28
nor4_4	0.05
or4b_4	0.48
nand3_2	0.09
clkdlybuf4s15_1	0.17
## repair_timing
action | CTS | global route
resized | 34 | 14
setup buffers | 5 | 0
pin swaps | 6 | 7
setup endpoints to repair | 5 | 5
Power figures rest on the tool's default switching activity, not on a simulated workload.
